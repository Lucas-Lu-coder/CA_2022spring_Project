==> flow/run.sh <==
#!/bin/bash
# OpenROAD 26Q1-2900-gdf79404cd8, Yosys 0.63+post, stock flow scripts
make -C /OpenROAD-flow-scripts/flow DESIGN_CONFIG=/design/flow/config.mk WORK_HOME=/design/flow/orfs finish
==> flow/config.mk <==
export PLATFORM = sky130hd
export DESIGN_NAME = CHIP
export DESIGN_NICKNAME = CHIP
export VERILOG_FILES = /design/flow/design.v
export SDC_FILE = /design/flow/constraint.sdc
export NUM_CORES = 4
export LEC_CHECK = 1
export CORE_UTILIZATION = 40
==> flow/constraint.sdc <==
current_design CHIP

set clk_period 17.3
set clk_io_pct 0.2

create_clock -name clk0 -period $clk_period [get_ports {clk}]

set non_clock_inputs [all_inputs -no_clocks]
set_input_delay [expr $clk_period * $clk_io_pct] -clock clk0 $non_clock_inputs
set_output_delay [expr $clk_period * $clk_io_pct] -clock clk0 [all_outputs]
==> flow/design.v <==
module CHIP(clk,
            rst_n,
            mem_wen_D,
            mem_addr_D,
            mem_wdata_D,
            mem_rdata_D,
            mem_addr_I,
            mem_rdata_I);
    input         clk, rst_n ;
    output        mem_wen_D  ;
    output [31:0] mem_addr_D ;
    output [31:0] mem_wdata_D;
    input  [31:0] mem_rdata_D;
    output [31:0] mem_addr_I ;
    input  [31:0] mem_rdata_I;
    reg    [31:0] PC          ;               
    reg    [31:0] PC_nxt      ;               
    wire          regWrite    ;               
    wire   [ 4:0] rs1, rs2, rd;               
    wire   [31:0] rs1_data    ;               
    wire   [31:0] rs2_data    ;               
    wire   [31:0] rd_data     ;               
    reg_file reg0(                            
        .clk(clk),                            
        .rst_n(rst_n),                        
        .wen(regWrite),                       
        .a1(rs1),                             
        .a2(rs2),                             
        .aw(rd),                              
        .d(rd_data),                          
        .q1(rs1_data),                        
        .q2(rs2_data));                       
    wire [6:0] opcode;
    wire [2:0] func3;
    wire [6:0] func7;
    wire [5:0] shamt;
    wire [11:0] imm12, imm_branch, imm_sw;
    wire [19:0] imm20, imm_jal;
    assign mem_addr_I = PC;
    assign opcode = mem_rdata_I[6:0];
    assign func3 = mem_rdata_I[14:12];
    assign func7 = mem_rdata_I[31:25];
    assign rd = mem_rdata_I[11:7];
    assign rs1 = mem_rdata_I[19:15];
    assign rs2 = mem_rdata_I[24:20];
    assign shamt = mem_rdata_I[25:20];
    assign imm12 = mem_rdata_I[31:20];
    assign imm_branch = {mem_rdata_I[31], mem_rdata_I[7], mem_rdata_I[30:25], mem_rdata_I[11:8]};
    assign imm_sw = {mem_rdata_I[31:25], mem_rdata_I[11:7]};
    assign imm20 = mem_rdata_I[31:12];
    assign imm_jal = {mem_rdata_I[31], mem_rdata_I[19:12], mem_rdata_I[20], mem_rdata_I[30:21]};
    reg alu_running, alu_running_nxt;
    wire mulDiv_valid;
    wire mulDiv_ready;
    wire [1:0] mulDiv_mode;
    assign mulDiv_mode = 2'd0;  
    wire [63:0] mulDiv_out;
    mulDiv alu(
        .clk(clk),
        .rst_n(rst_n),
        .valid(mulDiv_valid),
        .ready(mulDiv_ready),
        .mode(mulDiv_mode),   
        .in_A(rs1_data),
        .in_B(rs2_data),
        .out(mulDiv_out)
    );
    parameter auipc = 7'b0010111;
    parameter jal = 7'b1101111;
    parameter jalr = 7'b1100111;
    parameter branch = 7'b1100011;  
    parameter lw = 7'b0000011;
    parameter sw = 7'b0100011;
    parameter i_type = 7'b0010011;  
    parameter arith = 7'b0110011;   
    parameter beq = 3'b000;
    parameter bge = 3'b101;
    parameter addi = 3'b000;
    parameter slti = 3'b010;
    parameter slli = 3'b001;
    parameter srli = 3'b101;
    parameter xor3 = 3'b100;
    parameter add = 7'b0000000;  
    parameter sub = 7'b0100000;
    parameter mul = 7'b0000001;
    assign regWrite = !(opcode == branch)
                      && !(opcode == sw)
                      && !(opcode == mul && alu_running == 1'b0) 
                      && !(opcode == mul && alu_running == 1'b1 && mulDiv_ready == 1'b0);
    assign mem_wen_D = (opcode == sw);
    assign mem_addr_D = (opcode == lw) ? (rs1_data + {{20{imm12[11]}}, imm12}) :
                        (opcode == sw) ? (rs1_data + {{20{imm_sw[11]}}, imm_sw}) : 32'd0;
    assign mem_wdata_D = (opcode == sw) ? rs2_data : 32'd0;
    assign mulDiv_valid = (opcode == arith) && (func7 == mul) && (alu_running == 0);
    assign rd_data  = (opcode == auipc) ? (PC + {imm20, {12'd0}}) :
                      (opcode == jal || opcode == jalr) ? (PC + 4) :
                      (opcode == lw) ? mem_rdata_D :
                      (opcode == i_type) ? ( (func3 == addi) ? (rs1_data + {{20{imm12[11]}}, imm12}) : ((func3 == slti) ? (rs1_data < imm12) :
                      ((func3 == slli) ? (rs1_data << shamt) : (rs1_data >> shamt))) ) :
                      (opcode == arith) ? ( (func3 == xor3) ? (rs1_data ^ rs2_data) : ((func7 == add) ? (rs1_data + rs2_data) :
                      ((func7 == sub) ? (rs1_data - rs2_data) : (mulDiv_ready == 1) ? mulDiv_out[31:0] : 32'd0)) ) : 32'd0;
    always @(*) begin
        case(opcode)
            jal : PC_nxt = PC + {{11{imm_jal[19]}}, imm_jal, 1'd0};
            jalr : PC_nxt = rs1_data + imm12;
            branch : begin
                case(func3)
                    beq : PC_nxt = (rs1_data == rs2_data) ? (PC + {{19{imm_branch[11]}}, imm_branch, 1'd0}) : (PC + 4);
                    bge : PC_nxt = (rs1_data >= rs2_data) ? (PC + {{19{imm_branch[11]}}, imm_branch, 1'd0}) : (PC + 4);
                    default : PC_nxt = PC + 4;
                endcase
            end
            arith : begin
                case(func7)
                    mul : PC_nxt = (mulDiv_ready == 1) ? (PC + 4) : PC;
                    default : PC_nxt = PC + 4;
                endcase
            end
            default : PC_nxt = PC + 4;
        endcase
    end
    always @(*) begin
        case(opcode)
            arith : begin
                case(func7)
                    mul : begin
                        case(alu_running)
                            1'b0 : alu_running_nxt = 1'b1;
                            1'b1 : begin
                                case(mulDiv_ready)
                                    1'b0 : alu_running_nxt = 1'b1;
                                    1'b1 : alu_running_nxt = 1'b0;
                                endcase
                            end 
                        endcase
                    end
                    default: alu_running_nxt = 1'b0;
                endcase
            end
            default : alu_running_nxt = 1'b0;
        endcase
    end
    always @(posedge clk or negedge rst_n) begin
        if (!rst_n) begin
            PC <= 32'h00010000;  
            alu_running <= 1'b0;
        end
        else begin
            PC <= PC_nxt;
            alu_running <= alu_running_nxt;
        end
    end
endmodule
module reg_file(clk, rst_n, wen, a1, a2, aw, d, q1, q2);
    parameter BITS = 32;
    parameter word_depth = 32;
    parameter addr_width = 5;  
    input clk, rst_n, wen;  
    input [BITS-1:0] d;
    input [addr_width-1:0] a1, a2, aw;
    output [BITS-1:0] q1, q2;
    reg [BITS-1:0] mem [0:word_depth-1];
    reg [BITS-1:0] mem_nxt [0:word_depth-1];
    integer i;
    assign q1 = mem[a1];
    assign q2 = mem[a2];
    always @(*) begin
        for (i=0; i<word_depth; i=i+1)
            mem_nxt[i] = (wen && (aw == i)) ? d : mem[i];
    end
    always @(posedge clk or negedge rst_n) begin
        if (!rst_n) begin
            mem[0] <= 0;
            for (i=1; i<word_depth; i=i+1) begin
                case(i)
                    32'd2: mem[i] <= 32'hbffffff0;
                    32'd3: mem[i] <= 32'h10008000;
                    default: mem[i] <= 32'h0;
                endcase
            end
        end
        else begin
            mem[0] <= 0;
            for (i=1; i<word_depth; i=i+1)
                mem[i] <= mem_nxt[i];
        end
    end
endmodule
module mulDiv(clk, rst_n, valid, ready, mode, in_A, in_B, out);
    input         clk, rst_n;
    input         valid;
    input  [1:0]  mode;  
    output        ready;
    input  [31:0] in_A, in_B;
    output [63:0] out;
    parameter IDLE = 3'd0;
    parameter MUL  = 3'd1;
    parameter DIV  = 3'd2;
    parameter AND = 3'd3;
    parameter AVG = 3'd4;
    parameter OUT  = 3'd5;
    reg  [ 2:0] state, state_nxt;
    reg  [ 4:0] counter, counter_nxt;
    reg  [63:0] shreg, shreg_nxt;
    reg  [31:0] alu_in, alu_in_nxt;
    reg  [32:0] alu_out;
    assign ready = (state == OUT) ? 1 : 0;
    assign out = (state == OUT) ? shreg : 0;
    always @(*) begin
        case(state)
            IDLE: begin
                if (valid == 0) begin
                    state_nxt = IDLE;
                end
                else begin
                    case(mode)
                        2'd0 : state_nxt = MUL;
                        2'd1 : state_nxt = DIV;
                        2'd2 : state_nxt = AND;
                        2'd3 : state_nxt = AVG;
                    endcase
                end
            end
            MUL : begin
                state_nxt = (counter != 31) ? MUL : OUT;
            end
            DIV : begin
                state_nxt = (counter != 31) ? DIV : OUT;
            end
            AND : state_nxt = OUT;
            AVG : state_nxt = OUT;
            OUT : state_nxt = IDLE;
            default : state_nxt = IDLE;
        endcase
    end
    always @(*) begin
        case(state)
            MUL : counter_nxt = counter + 1;
            DIV : counter_nxt = counter + 1;
            default : counter_nxt = 5'd0;
        endcase
    end
    always @(*) begin
        case(state)
            IDLE: begin
                if (valid) alu_in_nxt = in_B;
                else       alu_in_nxt = 0;
            end
            OUT : alu_in_nxt = 0;
            default: alu_in_nxt = alu_in;
        endcase
    end
    always @(*) begin
        case(state)
            MUL : alu_out = shreg[0] ? alu_in : 0;
            DIV : alu_out = (shreg[62:31] >= alu_in) ? {1'b0, shreg[62:31] - alu_in} : {1'b0, shreg[62:31]};
            AND : alu_out = {1'b0, shreg[31:0] & alu_in};
            AVG : alu_out = (shreg[32:0] + alu_in) >> 1;
            default : alu_out = 0;
        endcase
    end
    always @(*) begin
        case(state)
            IDLE: shreg_nxt = valid ? {32'd0, in_A} : 0;
            MUL : shreg_nxt = {1'b0, shreg[63:1]} + {alu_out[31:0], 31'd0};
            DIV : shreg_nxt = (shreg[62:31] >= alu_in) ? {alu_out[31:0], shreg[30:0], 1'b1} : {alu_out[31:0], shreg[30:0], 1'b0};
            AND : shreg_nxt = {32'd0, alu_out[31:0]};
            AVG : shreg_nxt = {32'd0, alu_out[31:0]};
            OUT : shreg_nxt = 0;
            default: shreg_nxt = shreg;
        endcase
    end
    always @(posedge clk or negedge rst_n) begin
        if (!rst_n) begin
            state <= IDLE;
            counter <= 5'd0;
            alu_in <= 32'd0;
            shreg <= 64'd0;
        end
        else begin
            state <= state_nxt;
            counter <= counter_nxt;
            alu_in <= alu_in_nxt;
            shreg <= shreg_nxt;
        end
    end
endmodule
==> metrics.txt <==
# HELP chip_impl_metric Physical implementation figures
# TYPE chip_impl_metric gauge
chip_impl_metric{name="power.total",unit="mW"} 7.58
chip_impl_info{name="gr-max-usage-layer",value="met2"} 1
chip_impl_metric{name="total_count_of_max_transition_violations_in_the_final_report",unit=""} 0
chip_impl_info{name="topCellsByArea",value="sky130_fd_sc_hd__dfrtp_1, sky130_fd_sc_hd__mux2_2, sky130_fd_sc_hd__nand2_1, sky130_fd_sc_hd__a22oi_1, sky130_fd_sc_hd__o21ai_0"} 1
chip_impl_metric{name="cp_max_fo",unit=""} 32
chip_impl_metric{name="gpl.final_weighted_congestion",unit=""} 1.10
chip_impl_metric{name="power_frac_comb",unit=""} 0.212
chip_impl_metric{name="finalCritPeriodShare",unit=""} 0.865
chip_impl_metric{name="net_switching_fraction_of_the_power",unit=""} 0.339
chip_impl_metric{name="worstMarginPinSlew",unit="ps"} 1160
chip_impl_metric{name="slew_headroom",unit=""} 0.204
chip_impl_info{name="hp-class",value="reg2reg"} 1
chip_impl_info{name="critical-path-slowest-cell",value="sky130_fd_sc_hd__o21ai_0"} 1
chip_impl_metric{name="drt-vias-per-instance",unit=""} 7.14
chip_impl_metric{name="drc_errors",unit=""} 0
chip_impl_metric{name="cpPeakStageDelay",unit="ps"} 710
chip_impl_metric{name="yosys_register_bits",unit=""} 1130
chip_impl_metric{name="synthesis.area_per_instance",unit="sq um"} 8.80
chip_impl_metric{name="numCtsBuffers",unit=""} 136
chip_impl_metric{name="finalClockSkew",unit="ps"} 74.3
chip_impl_metric{name="hold-worst-slack",unit="ps"} 463
chip_impl_metric{name="power.switching",unit="mW"} 2.57
chip_impl_metric{name="grt_pass1_vias",unit=""} 74900
chip_impl_metric{name="global_route.usage.met1",unit=""} 0.578
chip_impl_info{name="critical_path.endpoint_type",value="output pin"} 1
chip_impl_metric{name="ys.warnings.count",unit=""} 5
chip_impl_metric{name="floorplan.rows",unit=""} 159
chip_impl_info{name="most_common_cell",value="sky130_fd_sc_hd__nand2_1"} 1
chip_impl_metric{name="postRouteAntennaNets",unit=""} 0
chip_impl_metric{name="synth-area-yosys",unit="sq um"} 76300
chip_impl_info{name="rsz0062_at_grt",value="false"} 1
chip_impl_metric{name="grtUsageTotal",unit=""} 0.462
chip_impl_metric{name="post-route-worst-setup-slack",unit="ps"} 2330
chip_impl_metric{name="cts-htree-levels",unit=""} 4
chip_impl_metric{name="worstSkewPairLatency",unit="ps"} 850
chip_impl_metric{name="layout.cells.non_filler",unit=""} 11200
chip_impl_metric{name="warnings",unit=""} 93
chip_impl_metric{name="synthesis.area",unit="sq um"} 76300
chip_impl_info{name="synthFlopType",value="sky130_fd_sc_hd__dfrtp_1"} 1
chip_impl_metric{name="grt_util_met3",unit=""} 0.274
chip_impl_metric{name="cp_data_required_time",unit="ps"} 13840
chip_impl_metric{name="groute.layer.met2.usage",unit=""} 0.612
chip_impl_metric{name="dp_cells",unit=""} 10900
chip_impl_metric{name="design_area",unit="sq um"} 86300
chip_impl_info{name="tritoncts_clock_tree",value="built"} 1
chip_impl_metric{name="ff2ff_setup_slack",unit="ps"} 8880
chip_impl_metric{name="post_synth_num_cell_types",unit=""} 95
chip_impl_metric{name="synth-edff-count",unit=""} 0
chip_impl_info{name="ys_top_cells_by_count",value="sky130_fd_sc_hd__nand2_1, sky130_fd_sc_hd__dfrtp_1, sky130_fd_sc_hd__o21ai_0, sky130_fd_sc_hd__clkbuf_1, sky130_fd_sc_hd__a22oi_1"} 1
chip_impl_metric{name="dp_hpwl",unit="mm"} 290
chip_impl_metric{name="worst_ir_drop_vdd",unit="mV"} 0.0928
chip_impl_info{name="cts_root_buffer",value="sky130_fd_sc_hd__clkbuf_16"} 1
chip_impl_metric{name="grt_max_degree",unit=""} 130
chip_impl_metric{name="postSynth.asyncResetShare",unit=""} 1.00
chip_impl_metric{name="clock_sink_count",unit=""} 1130
chip_impl_metric{name="timing.max_cap.violations",unit=""} 0
chip_impl_metric{name="post_drt_wl_per_cell",unit="um"} 38.9
chip_impl_metric{name="reg2reg_depth",unit=""} 22
chip_impl_metric{name="die_height",unit="um"} 439
chip_impl_metric{name="floorplanUtilization",unit=""} 0.404
chip_impl_metric{name="post_cts_resized",unit=""} 0
chip_impl_metric{name="syn-instance-count",unit=""} 8661
chip_impl_metric{name="final_core_utilization",unit=""} 0.458
chip_impl_info{name="crit-reg2reg-capture",value="reg0.mem[11][28]$_DFFE_PN0P_"} 1
chip_impl_metric{name="synth-cells-yosys",unit=""} 8661
chip_impl_metric{name="fmax",unit="GHz"} 0.0668
chip_impl_info{name="timing.setup.critical_path_class",value="in2out"} 1
chip_impl_metric{name="hold_buffers",unit=""} 0
chip_impl_metric{name="post-place-ws",unit="ps"} 2840
chip_impl_metric{name="design.die.area",unit="sq um"} 192000
chip_impl_metric{name="pwr_density_cell",unit="nW/um^2"} 87.8
chip_impl_metric{name="summed_negative_setup_slack_over_all_endpoints",unit="ps"} 0
chip_impl_metric{name="globalRouteOverflowTotal",unit=""} 0
chip_impl_metric{name="synth_sequential_area_ratio",unit=""} 0.371
chip_impl_metric{name="grt_pass1_wl",unit="mm"} 601
chip_impl_metric{name="static-leakage-power",unit="nW"} 37.9
chip_impl_metric{name="clock_power_share",unit=""} 0.395
chip_impl_info{name="endpoint_of_the_worst_setup_timing_path",value="mem_addr_D[28]"} 1
chip_impl_metric{name="antenna_found_initial",unit=""} 36
chip_impl_info{name="post-synth-top-area-cell",value="sky130_fd_sc_hd__dfrtp_1"} 1
chip_impl_metric{name="areaGrowthSynthToFinish",unit="%"} 13.2
chip_impl_metric{name="vias",unit=""} 80100
chip_impl_info{name="timing.critical_path.from",value="mem_rdata_I[15]"} 1
chip_impl_info{name="reg2reg_from",value="reg0.mem[19][0]$_DFFE_PN0P_"} 1
chip_impl_metric{name="final_setup_fails",unit=""} 0
chip_impl_metric{name="internal_pwr_total",unit="mW"} 5.01
chip_impl_metric{name="layout_cell_share_with_drive_strength_beyond_1",unit=""} 0.154
chip_impl_metric{name="timing.critical_path.arrival",unit="ps"} 11510
chip_impl_metric{name="post-route-min-period",unit="ps"} 14970
chip_impl_metric{name="wl",unit="mm"} 436
chip_impl_metric{name="postCtsSetupBuffers",unit=""} 0
chip_impl_metric{name="pwr-share-seq",unit=""} 0.394
chip_impl_metric{name="hold-path-cell-count",unit=""} 1
chip_impl_metric{name="dpl-instance-area",unit="sq um"} 81600
chip_impl_info{name="startpoint_class",value="input port"} 1
chip_impl_info{name="outcome",value="finished, final reports clean"} 1
chip_impl_metric{name="top_area_frac",unit=""} 0.361
chip_impl_metric{name="path_clk_slew",unit="ps"} 60
chip_impl_metric{name="cts_buffer_depth",unit=""} 3
chip_impl_metric{name="floorplan.die.width",unit="um"} 439
chip_impl_metric{name="detail_route.iter0.violations",unit=""} 11300
chip_impl_metric{name="pin_count",unit=""} 163
chip_impl_metric{name="buffer_ports.inserted",unit=""} 162
chip_impl_metric{name="core_footprint",unit="sq um"} 189000
chip_impl_metric{name="drtPass1Iterations",unit=""} 14
chip_impl_info{name="dominant_cell_type_by_count_on_the_critical_path",value="sky130_fd_sc_hd__a21oi_1"} 1
chip_impl_metric{name="final_hold_violating_endpoints",unit=""} 0
-- registers in the layout, summed over array words and instances (netlist names) --
signal and flops:
reg0.mem 992, alu.shreg 64, PC 32, alu.alu_in 32, alu.counter 5, alu.state 4
alu_running 1
-- per-layer routing --
layer	vias up	wire length, um
li1	32400	-
met1	38600	157000
met2	6830	171000
met3	2197	69800
met4	59	36600
met5	-	1340
-- how the worst min path moves through the flow --
| stage | to | slack, ps | startpoint |
|---|---|---|---|
| CTS | alu.counter[0]$_DFF_PN0_ | 470 | alu.counter[0]$_DFF_PN0_ |
| global route | alu.counter[0]$_DFF_PN0_ | 480 | alu.counter[0]$_DFF_PN0_ |
| finish | alu.counter[0]$_DFF_PN0_ | 460 | alu.counter[0]$_DFF_PN0_ |
-- power by group through the flow --
| stage | combinational (mW) | clock [mW] | sequential (mW) |
|---|---|---|---|
| after CTS | 1.54 | 3.00 | 2.97 |
| after global routing | 1.69 | 3.10 | 2.99 |
| final | 1.60 | 2.99 | 2.98 |
-- placed cells by master (no fill, tap or decap), types with 64 or more instances in the layout --
master	instances
sky130_fd_sc_hd__a2111oi_0	64
sky130_fd_sc_hd__a211oi_1	64
sky130_fd_sc_hd__a21o_1	88
sky130_fd_sc_hd__a21oi_1	393
sky130_fd_sc_hd__a221oi_1	153
sky130_fd_sc_hd__a222oi_1	125
sky130_fd_sc_hd__a22o_1	163
sky130_fd_sc_hd__a22oi_1	487
sky130_fd_sc_hd__a31oi_1	120
sky130_fd_sc_hd__and3_1	213
sky130_fd_sc_hd__buf_4	359
sky130_fd_sc_hd__clkbuf_16	136
sky130_fd_sc_hd__clkdlybuf4s50_1	156
sky130_fd_sc_hd__dfrtp_1	1097
sky130_fd_sc_hd__ha_1	221
sky130_fd_sc_hd__inv_1	214
sky130_fd_sc_hd__mux2_2	480
sky130_fd_sc_hd__mux2i_1	99
sky130_fd_sc_hd__nand2_1	1114
sky130_fd_sc_hd__nand3_1	265
sky130_fd_sc_hd__nand4_1	170
sky130_fd_sc_hd__nor2_1	417
sky130_fd_sc_hd__nor3_1	106
sky130_fd_sc_hd__o21ai_0	671
sky130_fd_sc_hd__xnor2_1	131
sky130_fd_sc_hd__xor2_1	73
-- layout make-up --
cell class	instances	area, sq um
diodes	32	80.1
well taps	2495	3120
clock buffers	196	3840
flip-flops and latches	1130	28300
fillers	17900	102000
inverters	222	833
clock inverters	56	795
repair buffers	529	4460
multi-input cells	6547	44800
-- critical path: cells and delay by family --
kind            cells  cell delay [ps]
compound gates     10             2680
buf+inv             8             3120
fa+ha+maj           1              470
simple gates        7             1690
-- cells by family (layout without fill, tap and decap cells) --
logic type,after synthesis,after routing,synth area share
and+or+nand+nor,2667,2667,0.163
DFF,1130,1130,0.371
buffers and inverters,984,1003,0.0510
other,0,32,0
AOI/OAI and AO/OA,2795,2795,0.250
adders and majority gates,244,244,0.0405
xor gates and xnor gates,204,204,0.0234
muxes,637,637,0.101
Power is estimated from default activity; no workload was simulated.
